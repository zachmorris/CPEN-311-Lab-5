--- ./design.v ---
module fast_to_slow_clk 
						  #(	parameter width = 12	)
							(	input logic fast_clk,
								input logic slow_clk,
								input logic [width-1:0] async_data_in,
								output logic [width-1:0] sync_data_out);
reg [width-1:0] q1, q2;
reg q3, flop_en;
always_ff@(posedge fast_clk)
	q1 <= async_data_in;
always_ff@(posedge fast_clk)
	if(flop_en)
		q2 <= q1;
always_ff@(posedge slow_clk)
	sync_data_out <= q2;
always_ff@(posedge ~fast_clk)
	q3 <= slow_clk;
always_ff@(posedge ~fast_clk)
	flop_en <= q3;
endmodule 
--- ./run.sh ---
#!/bin/bash
# OpenROAD 26Q1-2900-gdf79404cd8, Yosys 0.63+post, stock flow scripts
make -C /OpenROAD-flow-scripts/flow DESIGN_CONFIG=/design/flow/config.mk WORK_HOME=/design/flow/orfs finish
--- ./config.mk ---
export PLATFORM = sky130hd
export DESIGN_NAME = fast_to_slow_clk
export DESIGN_NICKNAME = fast_to_slow_clk
export VERILOG_FILES = /design/flow/design.v
export SDC_FILE = /design/flow/constraint.sdc
export NUM_CORES = 4
export LEC_CHECK = 1
export CORE_AREA = 10 10 92 92
export DIE_AREA = 0 0 102 102
--- ./constraint.sdc ---
current_design fast_to_slow_clk

set clk_period 1.8
set clk_io_pct 0.2

create_clock -name clk0 -period $clk_period [get_ports {fast_clk}]
create_clock -name clk1 -period $clk_period [get_ports {slow_clk}]

set non_clock_inputs [all_inputs -no_clocks]
set_input_delay [expr $clk_period * $clk_io_pct] -clock clk0 $non_clock_inputs
set_output_delay [expr $clk_period * $clk_io_pct] -clock clk0 [all_outputs]
==> summary.json <==
{
  "critical_path.n_buffers_inverters": 1,
  "cts-resized-gates": 0,
  "finalSetupViolations": 0,
  "synth.distinct_cells": 3,
  "synth.cell_area_um2": 885,
  "yosys.area.top_type": "sky130_fd_sc_hd__dfxtp_1",
  "antenna_cells_inserted": 0,
  "setup.worst_path.end_class": "register",
  "io_buffers": 24,
  "detail-route-antenna-nets": 0,
  "gpl.final_weighted_congestion": 0.680,
  "layout.area.comb_um2": 0,
  "combinational_gates": 0,
  "track_usage_pct": 2.76,
  "die_area_um2": 10400,
  "synth.yosys.chip_area_um2": 885,
  "worst_ep_required_time_ps": 1780,
  "drtIter0Drc": 12,
  "final-hold-violation-count": 1,
  "r2r_slack_ps": 80,
  "timing_max_transition_violations_final": 0,
  "global_route.overflow_total": 0,
  "slowest_delay_ps": 340,
  "post-cts-setup-buffer-count": 0,
  "yosysSeqAreaShare_pct": 99.6,
  "slew_at_the_pin_closest_to_its_max_slew_limit_ps": 101,
  "max_cap_violations": 0,
  "vias": 381,
  "rr_startpoint": "flop_en",
  "worst-path-max-fanout": 12,
  "chipWidth_um": 102,
  "layout-drive-gt1-share_pct": 14.7,
  "layout-area-overhead-vs-synth_pct": 56.3,
  "slew-limit-headroom_pct": 93.3,
  "core-area_um2": 6460,
  "design.portCount": 26,
  "reg2reg_depth": 1,
  "fillerInstances": 673,
  "antenna_found_initial": 0,
  "number_of_global_route_vias_before_repair": 450,
  "finalWirelength_mm": 1.38,
  "remaining_drc_errors": 0,
  "netlist_top_cells_area": "sky130_fd_sc_hd__dfxtp_1 59%, sky130_fd_sc_hd__edfxtp_1 41%, sky130_fd_sc_hd__inv_1 0.42%",
  "warning_total_across_the_stage_logs": 28,
  "grt_start_max_net_pins": 15,
  "top_cell_area_share_pct": 58.8,
  "totalNegativeSetupSlack_ps": 0,
  "min-delay-path-class": "clk -> reg",
  "initial_core_util_pct": 13.7,
  "global_route_wire_length_before_repair_mm": 2.13,
  "hold_path_startpoint": "slow_clk",
  "violations": "negative hold slack",
  "fin_hold_ws_ps": -45.0,
  "whs_endpoint": "q3",
  "crit_slowest_cell": "sky130_fd_sc_hd__dfxtp_1",
  "rsz0062_at_grt": "no",
  "yosys_warnings": 1,
  "final_core_utilization_pct": 21.4,
  "run_status": "finished with violations",
  "cts_hold_buffers_added": 0,
  "ys_cells": 39,
  "power.static_leakage_nw": 0.512,
  "via_per_inst": 2.51,
  "post-layout-total-power_w": 0.00168,
  "post_synth_inst_count": 39,
  "clk_pin_slew_ps": 80,
  "cp_data_arrival_time_ps": 1700,
  "synth_flops": 38,
  "power_density_nw_per_um2": 1210,
  "worst_hold_path.num_cells": 2,
  "crit-reg2reg-capture": "q2[8]",
  "die_h_um": 102,
  "worst_setup_path_start_kind": "register",
  "timing.critical_path.cells": "buf_12",
  "average_size_of_a_mapped_cell_um2": 22.7,
  "detailedRoute.firstPassIterationCount": 2,
  "clock_tree_from_tritoncts": "built",
  "timing.setup.critical_path_class": "reg -> reg",
  "rows": 29,
  "cp_top_family": "flip-flops",
  "max-vdd-ir-drop_mv": 0.309,
  "wl_per_cell_um": 9.06,
  "finClkSkew_ps": 60.4
}
metrics by stage:
step	instances	area (µm²)	setup WS (ps)
finish	152	1380	79.1
global route	152	1380	42.4
CTS	152	1380	76.8
detailed placement	141	1240	126
global placement	141	1240	128
floorplan	39	885	19.0
state kept, by name (all words and copies together), names as in the netlist:
| signal | count |
|---|---|
| sync_data_out | 12 |
| flop_en | 1 |
| q2 | 12 |
| q3 | 1 |
| q1 | 12 |
cells in the mapped netlist:
library cell,instances
sky130_fd_sc_hd__inv_1,1
sky130_fd_sc_hd__dfxtp_1,26
sky130_fd_sc_hd__edfxtp_1,12
how the worst max path moves through the flow:
stage | depth (start not counted) | start | to
finish | 1 | flop_en | q2[8]
global route | 1 | flop_en | q2[6]
CTS | 1 | flop_en | q2[11]
power breakdown:
group	leakage, nW	switching (W)	total [W]	internal (W)
combinational	0.102	0.00000291	0.0000252	0.0000223
clock	0.0826	0.000263	0.000749	0.000487
sequential	0.327	0.00000287	0.000903	0.000900
total	0.512	0.000269	0.00168	0.00141
routing by layer:
| metal | part of all wire [%] | track usage [%] | up-vias |
|---|---|---|---|
| met3 | 12 | 2.18 | 6 |
| met2 | 45 | 4.00 | 20 |
| met4 | 4.4 | 1.84 | 0 |
| li1 | - | - | 199 |
| met5 | 0 | 0 | - |
| met1 | 38 | 2.65 | 156 |
cells by family after synthesis:
logic type / after synthesis / synth area share, %
buffers and inverters: 1 / 0.424
flip-flops: 38 / 99.6
cell usage in the layout, fill, tap and decap left out:
| cell | instances |
|---|---|
| sky130_fd_sc_hd__clkbuf_8 | 10 |
| sky130_fd_sc_hd__dfxtp_1 | 26 |
| sky130_fd_sc_hd__edfxtp_1 | 12 |
| sky130_fd_sc_hd__clkdlybuf4s50_1 | 24 |
| sky130_fd_sc_hd__inv_1 | 2 |
| sky130_fd_sc_hd__buf_12 | 1 |
cell type report:
| type | instances | area, µm² | area share [%] |
|---|---|---|---|
| clock buffer | 10 | 138 | 9.95 |
| timing repair buffer | 25 | 260 | 18.8 |
| sequential | 38 | 881 | 63.7 |
| tap | 77 | 96.3 | 6.97 |
| clock inverter | 2 | 7.51 | 0.543 |
Power and IR drop assume default switching activity.
